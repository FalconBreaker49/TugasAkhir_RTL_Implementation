===== flow/config.mk =====
export PLATFORM = sky130hd
export DESIGN_NAME = RD
export DESIGN_NICKNAME = RD
export VERILOG_FILES = /design/flow/design.v
export SDC_FILE = /design/flow/constraint.sdc
export NUM_CORES = 4
export LEC_CHECK = 1
export CORE_UTILIZATION = 40

===== flow/run.sh =====
#!/bin/bash
# OpenROAD 26Q1-2900-gdf79404cd8, Yosys 0.63+post, stock flow scripts
make -C /OpenROAD-flow-scripts/flow DESIGN_CONFIG=/design/flow/config.mk WORK_HOME=/design/flow/orfs finish

===== flow/constraint.sdc =====
current_design RD

set clk_period 5.4
set clk_io_pct 0.2

create_clock -name clk0 -period $clk_period [get_ports {clk}]

set non_clock_inputs [all_inputs -no_clocks]
set_input_delay [expr $clk_period * $clk_io_pct] -clock clk0 $non_clock_inputs
set_output_delay [expr $clk_period * $clk_io_pct] -clock clk0 [all_outputs]

===== flow/design.v =====
`timescale 1ns / 1ps
module RD( 
    input wire clk, rst,
    input wire [31:0] R0, R1, R2,
    input wire [1:0] Amax_A, Amin_A, A_A,
    input wire [1:0] Amax_B, Amin_B, A_B,
    output reg [31:0] R_A,R_B        
    );
    reg [1:0] Amax_reg0_A, Amin_reg0_A;
    reg [1:0] Amax_reg0_B, Amin_reg0_B;
    always @(posedge clk) begin
        Amax_reg0_A <= Amax_A;
        Amin_reg0_A <= Amin_A;
        Amax_reg0_B <= Amax_B;
        Amin_reg0_B <= Amin_B;
    end
    wire [31:0] Rtemp_A, Rtemp_B;
    assign Rtemp_A = (A_A==Amax_reg0_A)? R2 : 
                     ((A_A==Amin_reg0_A)? R0 : R1);
    assign Rtemp_B = (A_B==Amax_reg0_B)? R2 : 
                     ((A_B==Amin_reg0_B)? R0 : R1);
    reg [31:0] R_reg0_A, R_reg0_B;
    always @(posedge clk) begin
        R_reg0_A <= Rtemp_A;
        R_reg0_B <= Rtemp_B;
        R_A <= R_reg0_A;
        R_B <= R_reg0_B;
    end
endmodule

==> qor.log <==
[pwr] internal power component 2265 uW
[worst_setup_path] Top cell by count, worst path sky130_fd_sc_hd__buf_4
[route] final wirelength 14,200 um
[cts] Inserted Clock Buffers 17
[final_layout] fin cells 764
[placement] Cell Area, Placed 0.006346 mm2
[route] vias per inst 5.547
[route] drc violations 0
[timing] Worst Setup Slack, final 2244 ps
[final_layout] area overhead of the layout relative to synthesis 58.04%
[yosys] Registers, synthesis 136
[worst_setup_path] CP Data Arrival Time 3540 ps
[run] max-cap check violation count 0
[placement] worst-case setup slack after placement 1755 ps
[cts] clk slew on worst S/H paths 60 ps
[timing] fin. max-slew vios 0
[grt] antenna violations before repair 0
[die] Placement Rows 38
[worst_setup_path] required time of the critical path 5780 ps
[grt] vias in the first global route 4,143
[yosys] Synth area leaders sky130_fd_sc_hd__dfxtp_1 (62%), sky130_fd_sc_hd__a31oi_1 (9.1%), sky130_fd_sc_hd__nand3_1 (7.2%)
[worst_setup_path] cell breakdown of the critical path clkdlybuf4s50_1, xor2_4, buf_4, or2_1, buf_4, a31oi_1
[grt] wire length of the first global-routing pass 21,450 um
[cts] H-tree lvl count 4
[yosys] cell taking the most area after synthesis sky130_fd_sc_hd__dfxtp_1
[placement] number of cells in the design after placement 733
[route] Antenna Nets Post-Route 0
[timing] maximum clock rate 0.3169 GHz
[timing] final setup TNS 0 ps
[final_layout] fraction of layout instances using a drive strength above 1 9.135%
[cts] Clock Tree Buf Depth 2
[placement] final HPWL from detailed placement 8540 um
[timing] final setup violation count 0
[die] area of the die 0.01148 mm2
[die] total I/O pin count 174
[min_path] type of the worst min-delay path flop to flop
[cts] TritonCTS clock tree yes
[timing] Fin Clk Skew 5.209 ps
[grt] total routing usage reported by global routing 25.61%
[yosys] synthesized area 0.004422 mm2
[cts] cts repair resizes 0
[pwr] relative contribution of combinational cells to total power 16.6%
[route] average wire length per cell after detail routing 18.59 um
[grt] final global-route overflow total 0
[final_layout] most frequent logic cells in the routed design sky130_fd_sc_hd__clkdlybuf4s50_1 (172), sky130_fd_sc_hd__dfxtp_1 (136), sky130_fd_sc_hd__nand3_1 (64), sky130_fd_sc_hd__nor3_1 (64), sky130_fd_sc_hd__a31oi_1 (64)
[timing] final worst path period share 58.44%
[timing] unrepaired setup endpoints after global routing false
[route] violation tally from detailed-route iteration zero 270
[final_layout] Final Instance Area 0.006988 mm2
[worst_setup_path] Worst Path Class, Setup primary input to flop
[timing] worst slew slack as a fraction of its limit 44.58%
[placement] Final GP Congestion 0.8064
[yosys] synthesized area per cell 9.826 um2
[yosys] Top cell area share 61.57%
[pwr] part of the power in registers 41.5%
[route] first drt pass iteration count 5
[pwr] share of power burned in the clock network 41.9%
[worst_setup_path] standard cell with the maximum stage delay on the critical path sky130_fd_sc_hd__or2_1
[timing] number of hold violations in the final report 0
[cts] CTS sink count 136
[outcome] outcome complete, no violations
[placement] number of port buffers 172
[cts] count of hold-fix buffers inserted at cts 0
[final_layout] top logic cell by instance count in the layout sky130_fd_sc_hd__clkdlybuf4s50_1
[worst_setup_path] kind of end point of the critical path flop
[pwr] worst vdd ir 0.2966 mV
[worst_setup_path] critical path launch point type primary input
[yosys] Unique cell types 14
[timing] shortest period the worst path allows 3156 ps
[cts] post-CTS repair timing setup buffer count 0
[route] diode count 0
[pwr] Psw 663.7 uW
[pwr] Switching Fraction 22.66%
[die] floorplan die width 107.1 um
[run] number of logged tool warnings 26
[yosys] chip area line of the yosys report 0.004422 mm2
[yosys] Post-Syn Instances 450
[yosys] number of warnings issued by yosys 1
[worst_setup_path] maximum net fanout on the critical path 33
[pwr] power density of the placed cells 419.2 mW/mm2
[cts] CTS root buffer sky130_fd_sc_hd__clkbuf_8
[die] initial cell density of the core 40.97%
[die] area of the core 0.01079 mm2
[yosys] ys cells 450
[pwr] cell leakage power 0.002576 uW
[route] routed via count 4,238
[worst_setup_path] Largest stage delay, worst path 710 ps
[pwr] Overall Power 2929 uW
[grt] maximum number of pins on one net before global-route repair 34
[die] die height 107.1 um
[yosys] register area share after synthesis 61.57%
[cts] clock latency of the later-clocked register in the worst-skew pair 500 ps
[timing] transition at the pin with the smallest max-transition slack 831.4 ps
## power groups by stage
stage | Combinational, uW | Sequential [uW] | Clock (uW)
finish | 488 | 1210 | 1230
global route | 523 | 1230 | 1300
CTS | 483 | 1220 | 1250
## logic make-up after synthesis
kind of cell / share of synthesized area [%]
flip-flops: 61.57
XOR/XNOR: 2.716
AND/OR/NAND/NOR: 14.77
AND-OR/OR-AND: 16.30
buffers and inverters: 4.640
## through the flow
stage / hold slack (ps) / util [%]
2_1_floorplan: 309.6 / -
3_3_place_gp: 309.8 / 58.80
3_5_place_dp: 312.1 / 58.80
4_1_cts: 321.7 / 64.75
5_1_grt: 328.9 / 64.75
6_report: 320.9 / 64.75
## synth_stat cells (all sizes together)
| cell type | instances |
|---|---|
| a31oi | 64 |
| buf | 23 |
| or2 | 2 |
| o21ai | 64 |
| xnor2 | 4 |
| nor3 | 64 |
| dfxtp | 136 |
| clkbuf | 21 |
| xor2 | 8 |
| nand3 | 64 |
## area by class of cell
cell class	instances	area [um2]
Timing Repair Buffer	187	1834
Clock inverter	11	196.4
Fill cell	810	3805
Clock buffer	20	445.4
Tap cell	140	175.2
Sequential cell	136	2723
Multi-Input combinational cell	270	1614
## final timing paths
kind / startpoint / end / slack [ps] / cells past startpoint
setup / recovery: A_A[0] / R_reg0_A[7] / 2240 / 6
hold / removal: R_reg0_A[6] / R_A[6] / 320 / 0
setup reg to reg: Amax_reg0_A[0] / R_reg0_A[7] / 3120 / 5
hold reg to reg: R_reg0_A[6] / R_A[6] / 320 / 0
## layer usage
layer / track usage (%) / up-vias / wire (um)
li1: - / 1965 / -
met1: 34.15 / 1951 / 5622
met2: 39.45 / 295 / 6485
met3: 10.60 / 27 / 1813
met4: 6.654 / 0 / 277
met5: 0 / - / 0
## worst max-delay path: cells and delay by family
family	cells	cell delay [ps]
buffers and inverters	3	1450
and+or+nand+nor	1	710
xor gates and xnor gates	1	160
AOI/OAI and AO/OA	1	110
## registers in the layout (all words and copies together), names as in the netlist
register	cells
R_reg0_A	32
R_B	32
R_A	32
Amax_reg0_B	2
Amin_reg0_B	2
R_reg0_B	32
Amax_reg0_A	2
Amin_reg0_A	2
Power is estimated from default activity; no workload was simulated.
