[config.mk]
export PLATFORM = sky130hd
export DESIGN_NAME = QA
export DESIGN_NICKNAME = QA
export VERILOG_FILES = /design/flow/design.v
export SDC_FILE = /design/flow/constraint.sdc
export NUM_CORES = 4
export LEC_CHECK = 1
export CORE_UTILIZATION = 40
[constraint.sdc]
current_design QA

set clk_period 18.4
set clk_io_pct 0.2

create_clock -name clk0 -period $clk_period [get_ports {clk}]

set non_clock_inputs [all_inputs -no_clocks]
set_input_delay [expr $clk_period * $clk_io_pct] -clock clk0 $non_clock_inputs
set_output_delay [expr $clk_period * $clk_io_pct] -clock clk0 [all_outputs]
[design.v]
`timescale 1ns / 1ps
module QA(
    input wire clk, rst,
    input wire [31:0] Q0_A, Q1_A, Q2_A, Q3_A,
    input wire [31:0] Q0_B, Q1_B, Q2_B, Q3_B,
    input wire [31:0] R,
    input wire [1:0] A_A, Amax_A, A_B, Amax_B,
    input wire [2:0] alpha, gamma,
    output reg [31:0] Qnew_A,Qnew_B
    );
    reg [31:0] Q0_reg0_A, Q1_reg0_A, Q2_reg0_A, Q3_reg0_A;
    reg [31:0] Q0_reg1_A, Q1_reg1_A, Q2_reg1_A, Q3_reg1_A;
    reg [1:0] Amax_reg0_A, A_reg0_A;
    reg [31:0] Q0_reg0_B, Q1_reg0_B, Q2_reg0_B, Q3_reg0_B;
    reg [31:0] Q0_reg1_B, Q1_reg1_B, Q2_reg1_B, Q3_reg1_B;
    reg [1:0] Amax_reg0_B, A_reg0_B;
    always @(posedge clk) begin 
        Q0_reg0_A <= Q0_A;
        Q1_reg0_A <= Q1_A;
        Q2_reg0_A <= Q2_A;
        Q3_reg0_A <= Q3_A;
        Q0_reg1_A <= Q0_reg0_A;
        Q1_reg1_A <= Q1_reg0_A;
        Q2_reg1_A <= Q2_reg0_A;
        Q3_reg1_A <= Q3_reg0_A;
        Amax_reg0_A <= Amax_A;
        A_reg0_A <= A_A;
        R_reg0_A <= R;
        Q0_reg0_B <= Q0_B;
        Q1_reg0_B <= Q1_B;
        Q2_reg0_B <= Q2_B;
        Q3_reg0_B <= Q3_B;
        Q0_reg1_B <= Q0_reg0_B;
        Q1_reg1_B <= Q1_reg0_B;
        Q2_reg1_B <= Q2_reg0_B;
        Q3_reg1_B <= Q3_reg0_B;
        Amax_reg0_B <= Amax_B;
        A_reg0_B <= A_B;
        R_reg0_B <= R;
    end
    wire [31:0] Qmax_A;
    mux4to1_32bit max0_A( .in0(Q0_reg0_A),   .in1(Q1_reg0_A),   .in2(Q2_reg0_A),   .in3(Q3_reg0_A),
                       .sel(Amax_reg0_A),  .out0(Qmax_A)
                        );
    wire [31:0] Qsel_A;
    mux4to1_32bit mux0_A( .in0(Q0_reg1_A),   .in1(Q1_reg1_A),   .in2(Q2_reg1_A),   .in3(Q3_reg1_A),
                       .sel(A_reg0_A),    .out0(Qsel_A)
                        );
    wire [31:0] Qmax_B;
    mux4to1_32bit max0_B( .in0(Q0_reg0_B),   .in1(Q1_reg0_B),   .in2(Q2_reg0_B),   .in3(Q3_reg0_B),
                       .sel(Amax_reg0_B),  .out0(Qmax_B)
                        );
    wire [31:0] Qsel_B;
    mux4to1_32bit mux0_B( .in0(Q0_reg1_B),   .in1(Q1_reg1_B),   .in2(Q2_reg1_B),   .in3(Q3_reg1_B),
                       .sel(A_reg0_B),    .out0(Qsel_B)
                        );
    reg [31:0] Qsel_reg0_A, Qsel_reg1_A, Qsel_reg2_A, Qsel_reg3_A;  
    always @(posedge clk) begin
        Qsel_reg0_A <= Qsel_A;
        Qsel_reg1_A <= Qsel_reg0_A;
        Qsel_reg2_A <= Qsel_reg1_A;
        Qsel_reg3_A <= Qsel_reg2_A;
    end              
    reg [31:0] Qsel_reg0_B, Qsel_reg1_B, Qsel_reg2_B, Qsel_reg3_B;  
    always @(posedge clk) begin
        Qsel_reg0_B <= Qsel_B;
        Qsel_reg1_B <= Qsel_reg0_B;
        Qsel_reg2_B <= Qsel_reg1_B;
        Qsel_reg3_B <= Qsel_reg2_B;
    end
    wire [31:0] Gm_A, Gm_B;
    reg [31:0] Gm_reg0_A, Gm_reg0_B;
    multiply mul0_A(.in0(Qmax_A), .c(gamma), .out0(Gm_A));
    multiply mul0_B(.in0(Qmax_B), .c(gamma), .out0(Gm_B));
    always @(posedge clk) begin
        Gm_reg0_A <= Gm_A;
        Gm_reg0_B <= Gm_B;
    end
    wire [31:0] RQ_A, RQg_A, Ap_A;
    reg [31:0] R_reg0_A, Ap_reg0_A;
    wire [31:0] RQ_B, RQg_B, Ap_B;
    reg [31:0] R_reg0_B, Ap_reg0_B;
    assign RQ_A  = R_reg0_A - Qsel_reg1_A;
    assign RQg_A = RQ_A + Gm_reg0_A;
    assign RQ_B  = R_reg0_B - Qsel_reg1_B;
    assign RQg_B = RQ_B + Gm_reg0_B;
    reg [31:0] RQg_reg0_A, RQg_reg0_B;
    always @(posedge clk) begin
        RQg_reg0_A <= RQg_A;
        RQg_reg0_B <= RQg_B;
    end
    multiply mul1_A(.in0(RQg_reg0_A), .c(alpha), .out0(Ap_A));
    multiply mul1_B(.in0(RQg_reg0_B), .c(alpha), .out0(Ap_B));
    always @(posedge clk) begin
        Ap_reg0_A <= Ap_A;
        Ap_reg0_B <= Ap_B;
    end
    wire [31:0] Qnew_temp0_A, Qnew_temp0_B;
    assign Qnew_temp0_A = Ap_reg0_A + Qsel_reg3_A;
    assign Qnew_temp0_B = Ap_reg0_B + Qsel_reg3_B;
    always @(posedge clk) begin
        Qnew_A <= Qnew_temp0_A;
        Qnew_B <= Qnew_temp0_B;
    end
endmodule
`timescale 1ns / 1ps
module multiply(
    input wire [31:0] in0,
    input wire [2:0] c,
    output wire [31:0] out0
    );
    wire [1:0] i, j, k; 
    assign i = (c[2])? 2'd1 : 2'd0;  
    assign j = (c[1])? 2'd2 : 2'd0;  
    assign k = (c[0])? 2'd3 : 2'd0;  
    wire [31:0] w0, w1, w2, w3, w4;
    r_shift s0(.in0(in0),   .step(i),   .out0(w0));
    r_shift s1(.in0(in0),   .step(j),   .out0(w1));
    r_shift s3(.in0(in0),   .step(k),   .out0(w2));
    assign w3 = w0 + w1;
    assign w4 = w2 + w3;
    assign out0 = w4;
endmodule
module r_shift(
    input wire [31:0] in0,
    input wire [1:0] step,
    output wire [31:0] out0
    );
    assign out0 =
        (step == 2'd0)                      ? 32'd0 :
        (step == 2'd1) && (in0[31] == 1'b1) ? (in0 >> step)|32'h8000_0000 :
        (step == 2'd2) && (in0[31] == 1'b1) ? (in0 >> step)|32'hc000_0000 :
        (step == 2'd3) && (in0[31] == 1'b1) ? (in0 >> step)|32'he000_0000 :
        (in0 >> step) ;
endmodule
module lsfr_16bit(
    input wire  [15:0] in0,
    output wire [15:0] out0
    );
    wire w0;
    assign w0 = in0[15] ^ in0[13] ^ in0[12] ^ in0[10];
    assign out0 = {in0[14:0],w0};
endmodule
module lsfr_12bit(
    input wire  [11:0] in0,
    output wire [11:0] out0
    );
    wire w0;
    assign w0 = in0[11] ^ in0[10] ^ in0[9] ^ in0[3];
    assign out0 = {in0[10:0],w0};
endmodule
module lsfr_32bit(
    input wire  [31:0] in0,
    output wire [31:0] out0
    );
    wire w0, temp0;
    assign w0 = in0[31] ^~ in0[21] ^~ in0[1] ^~ in0[0];
    assign out0 = {in0[30:0],w0};
endmodule
`timescale 1ns / 1ps
module mux4to1_32bit(
    input   wire [31:0] in0, in1, in2, in3,
    input   wire [1:0] sel,
    output  wire [31:0] out0
    );
    assign  out0 =  (sel==2'd0)? in0:
                    (sel==2'd1)? in1:
                    (sel==2'd2)? in2:
                                 in3;
endmodule
[run.sh]
#!/bin/bash
# OpenROAD 26Q1-2900-gdf79404cd8, Yosys 0.63+post, stock flow scripts
make -C /OpenROAD-flow-scripts/flow DESIGN_CONFIG=/design/flow/config.mk WORK_HOME=/design/flow/orfs finish
==> changes_impl.md <==
### Changed

* Outcome: finished, final reports clean
* Post-CTS setup repair buffer count at 0
* Final-report max-slew violation count at 0
* Initial cell density of the core at 40.6%
* Ys async rst share at 0%
* Number of instances in the synthesized netlist at 3910
* Internal Dissipation at 5.60 mW
* Pre-CTS setup slack at 10180 ps
* Most repeated cell in the gate-level netlist after synthesis: sky130_fd_sc_hd__dfxtp_1
* Static Leak at 23.5 nW
* Vias in the first global route at 26501
* Summed negative setup slack over all endpoints at 0 ps
* Portion of synthesized cell area occupied by the leading cell type at 49.5%
* Cell taking the most area after synthesis: sky130_fd_sc_hd__dfxtp_1
* Beginning of the worst hold path: Qsel_reg0_A[16]$_DFF_P_
* Share of total power in combinational logic at 41.2%
* Count of warning messages emitted by the tools at 28
* Min Clock Period, post-route at 7560 ps
* Placer congestion estimate at 0.918
* Chip Area, Yosys at 43000 um2
* Hold WC Path Type: flip-flop to flip-flop
* Y dimension of the die at 330 um
* Distinct cells, synth at 71
* Clock tree from TritonCTS: done
* RSZ-0062 raised after global routing: false
* Wire length of the first global-routing pass at 148000 um
* Type of the worst setup path: input pin to flip-flop
* Final Instance Area at 51600 um2
* WL per Instance at 16.3 um
* Hold_buf cts at 0
* CP Launch Type: input pin
* Final non-filler cell total at 5780
* Floorplan die width at 330 um
* Number of buffers added by the clock tree synthesis step at 101
* Number of enable-type register cells in the synthesized netlist at 0
* Arr. time, crit path at 8170 ps
* Site row count at 119
* Core box area at 106000 um2
* GRT Util Overall at 18.6%
* Final worst-path cycle share at 41.1%
* Post-cts gate resize count at 0
* Vias per cell at 4.59
* Number of levels the H-tree was split into at 3
* Number of search-and-repair iterations in the first detailed-routing pass at 7
* Net Switching at 2.98 mW
* Max-capacitance violation count at 0
* Fillers at 9374
* Relative slew slack at 51.4%
* Placed Instances at 5591
* I/O pin total at 368
* Area overhead of the layout relative to synthesis at 20.0%
* DRC errors left at 0
* Clock tree skew after final layout at 27.4 ps
* Cell area after placement at 48100 um2
* Buffers added on ports at 366
* Via count at 26513
* Maximum number of pins on one net before global-route repair at 64
* Total global routing overflow at 0
* Routed Antenna Nets at 0
* Startpoint of the most critical register-to-register path: Amax_reg0_B[0]$_DFF_P_
* Clk latency late pin at 680 ps
* Aggregate routed wire length at 94200 um
* Achievable frequency at 0.132 GHz
* Post-Syn Area at 43000 um2
* Worst IR drop on VDD at 0.0000865 V
* Synth Area per Inst at 11.0 um2
* Clock tree sinks at 1062
* Portion of total power attributed to the clock network at 24.3%
* Share of post-route cells with drive strength above 1 at 7.39%
* Crit end category: flip-flop
* Most used flip-flop cell after synthesis: sky130_fd_sc_hd__dfxtp_1
* Hold Vio Cnt, Final at 0
* Power density relative to cell area at 166 nW/um2
* Switch share at 34.7%
* HPWL after detailed placement at 75000 um
* Number of antenna violations at the first check in global routing at 14
* Setup slack after layout at 10840 ps
* Total design power at 8.58 mW
* Yosys synthesis warning count at 1
* Starting DRC count in detailed routing at 1021
* Critical path origin: gamma[2]
* Maximum number of buffers from clock root to sink at 3
* Setup Viol. Count Final at 0
* Number of cells in the yosys synthesis report at 3910
* Largest fanout of any net on the critical path at 63
* Post-synth seq share at 49.5%
* Slew at the pin with the worst max-slew slack at 719 ps
* Flip-flop and latch count after synthesis at 1062
* Die area at 109000 um2
* Commonest cells in the netlist: sky130_fd_sc_hd__dfxtp_1, sky130_fd_sc_hd__inv_1, sky130_fd_sc_hd__nand2_1
* Largest cells by area after synthesis: sky130_fd_sc_hd__dfxtp_1, sky130_fd_sc_hd__fa_1, sky130_fd_sc_hd__ha_1
* Clock Pin Slew Worst Setup and Hold Paths at 70 ps
* Clock root buffer master: sky130_fd_sc_hd__clkbuf_16
* Crit path DRT at 19010 ps
* Util after Layout at 48.7%
* Fin Hold WS at 309 ps
* Flop pwr share at 34.5%
## layer usage
layer	global-route usage [%]	wire (um)	up-vias
li1	-	-	13748
met1	29.3	45100	12109
met2	26.7	40500	537
met3	5.34	6600	111
met4	3.40	1880	8
met5	0	46	-
## critical path, stage by stage
cell	delay, ps
sky130_fd_sc_hd__buf_2	80
sky130_fd_sc_hd__buf_4	470
sky130_fd_sc_hd__nand2_1	170
sky130_fd_sc_hd__fa_1	560
sky130_fd_sc_hd__inv_1	40
sky130_fd_sc_hd__ha_1	200
sky130_fd_sc_hd__fa_1	480
sky130_fd_sc_hd__a211oi_1	290
sky130_fd_sc_hd__o21ai_1	130
sky130_fd_sc_hd__a21oi_1	300
sky130_fd_sc_hd__a31oi_1	180
sky130_fd_sc_hd__a311o_1	460
sky130_fd_sc_hd__o311ai_2	290
sky130_fd_sc_hd__nand4_1	190
sky130_fd_sc_hd__a31o_1	240
sky130_fd_sc_hd__a21oi_1	170
sky130_fd_sc_hd__xnor2_1	130
## placed cells by master (no fill, tap or decap), types with 57 or more instances in the layout
master	instances
sky130_fd_sc_hd__xnor2_1	180
sky130_fd_sc_hd__fa_1	192
sky130_fd_sc_hd__a21oi_1	207
sky130_fd_sc_hd__nand2_1	445
sky130_fd_sc_hd__clkdlybuf4s50_1	360
sky130_fd_sc_hd__dfxtp_1	1058
sky130_fd_sc_hd__ha_1	245
sky130_fd_sc_hd__xor2_1	57
sky130_fd_sc_hd__mux4_2	126
sky130_fd_sc_hd__inv_1	513
sky130_fd_sc_hd__o21ai_0	92
sky130_fd_sc_hd__clkbuf_16	101
sky130_fd_sc_hd__a21o_1	108
sky130_fd_sc_hd__nor2_1	120
## logic make-up after synthesis
logic type / count (synthesis) / synth area share (%)
AND-OR/OR-AND: 635 / 9.35
XOR/XNOR: 237 / 4.83
adder cells (fa/ha/maj): 437 / 16.1
buffers and inverters: 604 / 5.27
flip-flops: 1062 / 49.5
multiplexers: 127 / 6.63
AND/OR/NAND/NOR: 808 / 8.39
## final timing paths
path,to,cells past startpoint,slack [ps]
worst max register to register,Gm_reg0_B[31]$_DFF_P_,15,13280
worst min register to register,Qsel_reg1_A[16]$_DFF_P_,0,310
worst min-delay path,Qsel_reg1_A[16]$_DFF_P_,0,310
worst max-delay path,Gm_reg0_B[31]$_DFF_P_,17,10840
## area by class of cell
| class | instances | area, um2 | area share (%) |
|---|---|---|---|
| flip-flops and latches | 1062 | 21300 | 41.2 |
| multi-input cells | 2244 | 19500 | 37.7 |
| repair buffers | 381 | 3750 | 7.26 |
| clock buffers | 142 | 2880 | 5.59 |
| inverters | 513 | 1930 | 3.73 |
| well taps | 1391 | 1740 | 3.38 |
| clock inverters | 42 | 539 | 1.05 |
| diodes | 5 | 12.5 | 0.0243 |
## power groups by stage
stage	Sequential, mW	Combinational (mW)	Clock, mW
CTS	2.97	3.56	2.14
global route	3.01	4.03	2.25
finish	2.96	3.53	2.08
No activity file was given, so power comes from the tool's default toggle rates.
