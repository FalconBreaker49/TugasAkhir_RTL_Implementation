## /design/flow/run.sh

```bash
#!/bin/bash
# OpenROAD 26Q1-2900-gdf79404cd8, Yosys 0.63+post, stock flow scripts
make -C /OpenROAD-flow-scripts/flow DESIGN_CONFIG=/design/flow/config.mk WORK_HOME=/design/flow/orfs finish
```

## /design/flow/config.mk

```make
export PLATFORM = sky130hd
export DESIGN_NAME = MII
export DESIGN_NICKNAME = MII
export VERILOG_FILES = /design/flow/design.v
export SDC_FILE = /design/flow/constraint.sdc
export NUM_CORES = 4
export LEC_CHECK = 1
export CORE_UTILIZATION = 30
```

## /design/flow/constraint.sdc

```tcl
current_design MII

set clk_period 1.0
set clk_io_pct 0.2

create_clock -name clk0 -period $clk_period [get_ports {clk}]

set non_clock_inputs [all_inputs -no_clocks]
set_input_delay [expr $clk_period * $clk_io_pct] -clock clk0 $non_clock_inputs
set_output_delay [expr $clk_period * $clk_io_pct] -clock clk0 [all_outputs]
```

## /design/flow/design.v

```verilog
`timescale 1ns / 1ps
module MII(
    input wire clk, rst, 
    input wire [11:0] S,
    input wire wen, 
    output wire [31:0] RD_ADDR,
    output reg [31:0] WR_ADDR,
    input wire [1:0] A,
    output reg [3:0] wen0, wen1, wen2, wen3,
    output reg en0, en1, en2, en3
    );
    reg [11:0] S_reg0, S_reg1, S_reg2, S_reg3, S_reg4, S_reg5, S_reg6, S_reg7;
    always @(posedge clk) begin
        S_reg0 <= S;
        S_reg1 <= S_reg0;
        S_reg2 <= S_reg1;
        S_reg3 <= S_reg2;
        S_reg4 <= S_reg3;
        S_reg5 <= S_reg4;
        S_reg6 <= S_reg5;
        S_reg7 <= S_reg6;
    end
    wire [31:0] WR_ADDR_temp;
    assign RD_ADDR = (S<<2)|32'h0000_0000;
    assign WR_ADDR_temp = (S_reg6<<2)|32'h0000_0000;
    reg [1:0] A_reg0, A_reg1, A_reg2, A_reg3, A_reg4, A_reg5;
    always @(posedge clk) begin 
        A_reg0 <= A;
        A_reg1 <= A_reg0;
        A_reg2 <= A_reg1;
        A_reg3 <= A_reg2;
        A_reg4 <= A_reg3;
        A_reg5 <= A_reg4;
    end
    wire [3:0] wen0_temp, wen1_temp, wen2_temp, wen3_temp;
    wire en0_temp, en1_temp, en2_temp, en3_temp;
    always @(posedge clk) begin
        en0 <= en0_temp;
        en1 <= en1_temp;
        en2 <= en2_temp;
        en3 <= en3_temp;
        wen0 <= wen0_temp;
        wen1 <= wen1_temp;
        wen2 <= wen2_temp;
        wen3 <= wen3_temp;     
        WR_ADDR <= WR_ADDR_temp;   
    end
    wen_decoder decod0(.A(A_reg4), .en(wen), .wen0(wen0_temp), .wen1(wen1_temp), .wen2(wen2_temp), .wen3(wen3_temp));
    en_decoder  decod1(.A(A_reg4), .en(wen), .en0(en0_temp), .en1(en1_temp), .en2(en2_temp), .en3(en3_temp));
endmodule
module wen_decoder(
    input wire en,
    input wire  [1:0] A,
    output wire [3:0] wen0, wen1, wen2, wen3
    );
    assign wen0 = ((A==0)&(en))? 4'b1111 : 4'b0000;
    assign wen1 = ((A==1)&(en))? 4'b1111 : 4'b0000;
    assign wen2 = ((A==2)&(en))? 4'b1111 : 4'b0000;
    assign wen3 = ((A==3)&(en))? 4'b1111 : 4'b0000;
endmodule
module en_decoder(
    input wire en,
    input wire  [1:0] A,
    output wire en0, en1, en2, en3
    );
    assign en0 = (A==0)&(en);
    assign en1 = (A==1)&(en);
    assign en2 = (A==2)&(en);
    assign en3 = (A==3)&(en);
endmodule
```

==> results.json <==
{
  "grt_pass1_wl_mm": 3.94,
  "fin_util_pct": 37.3,
  "gp_congestion": 0.591,
  "ys_area_mm2": 0.00275,
  "fp.dieW_um": 97.8,
  "fin_hold_ws_ns": 0.0444,
  "cts_tree": "built",
  "final_area_mm2": 0.00328,
  "cts-root-buf": "clkbuf_8",
  "drtIter0Drc": 32,
  "area_growth_pct": 19.1,
  "warning_count": 28,
  "place_ws_ns": -0.375,
  "status": "complete, but fails checks",
  "fin_crit_sh_pct": 110,
  "synthCells": 183,
  "ys_seq_share_pct": 80.0,
  "slew_violations": 0,
  "numPortBuffers": 59,
  "wirelength_mm": 2.51,
  "rsz0062_at_grt": "yes",
  "final_antenna_net_count": 0,
  "ios": 101,
  "hold_viol": 0,
  "die_h_um": 97.8,
  "hp-class": "input port to flip-flop",
  "synth.distinct_cells": 6,
  "cts_buffer_depth": 2,
  "antenna_cells": 0,
  "clock-sinks": 110,
  "synth_flops": 110,
  "fmax_mhz": 906,
  "period_needed_ns": 1.10,
  "tns_ns": -1.37,
  "core_util_floorplan_pct": 31.3,
  "cp.required_ns": 0.80,
  "arrival_ns": 0.90,
  "final_layout_size_suffix_gt1_share_pct": 27.4,
  "dr.pass1.iters": 45,
  "insertion_delay_ns": 0.35,
  "grtUsageTotal_pct": 5.15,
  "place_area_mm2": 0.00312,
  "wire_per_inst_um": 7.29,
  "cts_made_buffers": 9,
  "critPathLaunchType": "flip-flop",
  "path_clk_slew_ns": 0.10,
  "rows": 34,
  "yosys_cells": 183,
  "fin_ws_ns": -0.104,
  "antenna_found_initial": 0,
  "drv_cap": 0,
  "dieArea_mm2": 0.00957,
  "p_leak_uw": 0.00151,
  "criticalPathCategory": "flip-flop to output pin",
  "grt_overflow": 0,
  "via_per_inst": 2.90,
  "cts_htree_levels": 3,
  "violations": "DRC, setup timing",
  "grt_max_degree": 20,
  "crit_path_end_kind": "output pin",
  "yosys_warnings": 1,
  "vias": 1002,
  "core-area_mm2": 0.00881,
  "synth_area_mm2": 0.00275,
  "ir_drop_mv": 0.752,
  "drc": 18,
  "p_per_area_mw_per_mm2": 2270,
  "setup_violations": 17,
  "fin_skew_ns": 0.00743,
  "path_max_fanout": 4,
  "grt_pass1_vias": 857,
  "synth_area_per_cell_um2": 15.0,
  "hpwl_mm": 1.50
}
-- critical path, stage by stage, from the launching register on --
cell	delay, ns
dfxtp_2	0.34
buf_6	0.11
buf_6	0.10
-- synthesized netlist by cell type --
cell type	count	area share, %
dfxtp_1	110	80
buf_4	68	19
and3b_1	2	0.64
conb_1	1	0.14
nor3b_2	1	0.45
and3_2	1	0.27
-- layout by cell type (no fill, tap or decap), drive strengths merged --
cell type	n
dfxtp	110
buf	41
conb	40
dlygate4sd2	11
clkbuf	9
clkdlybuf4s50	8
dlygate4sd3	5
inv	3
clkdlybuf4s15	3
and3b	2
nor3b	1
and3	1
clkinv	1
bufinv	1
clkinvlp	1
-- repair_timing --
item,4_1_cts,5_1_grt
endpoints found under the setup margin,44,31
hold buffers,5,0
endpoints found under the hold margin,5,0
gates resized,144,6
setup buffers,4,0
-- registers in the layout, summed over array words and instances, names as in the netlist, 12 cells and up --
| name | cells |
|---|---|
| S_reg0 | 12 |
| S_reg1 | 12 |
| S_reg2 | 12 |
| S_reg3 | 12 |
| S_reg4 | 12 |
| S_reg5 | 12 |
| S_reg6 | 12 |
| WR_ADDR | 12 |
-- metal layers --
metal	global-route usage, %	share of wire (%)
met1	8.26	47
met2	5.84	35
met3	2.54	16
met4	2.21	2.3
met5	0	0
-- report_power, final --
| group | switching [µW] | internal, µW |
|---|---|---|
| logic | 34.2 | 141 |
| registers | 47.7 | 4610 |
| clock network | 1430 | 1190 |
-- worst paths after layout --
kind,startpoint,to,slack [ns],cells past startpoint
max,wen1[2]$_DFF_P_,wen1[2],-0.10,2
min,S[3],S_reg0[3]$_DFF_P_,0.04,1
max reg2reg,A_reg4[0]$_DFF_P_,wen2[2]$_DFF_P_,0.34,1
min reg2reg,A_reg0[0]$_DFF_P_,A_reg1[0]$_DFF_P_,0.33,0
-- cell type report --
cell class              count  area [µm²]
clock buffers               9         124
clock inverters             6        80.1
fillers                   824        5530
multi-input cells          44         188
flip-flops and latches    110        2210
well taps                 108         135
repair buffers             68         546
-- per-stage QoR --
step	instances	power (µW)
after floorplan	222	4920
after global placement	321	4970
after detailed placement	321	4980
after CTS	345	7570
after global routing	345	7820
final	345	7450
-- cell families (layout without fill, tap and decap cells) --
family / Yosys count / count (layout) / share of synthesized area [%]
DFF: 110 / 110 / 80.0
buffers and inverters: 68 / 83 / 18.5
and+or+nand+nor: 4 / 4 / 1.36
other: 1 / 40 / 0.136
Power figures rest on the tool's default switching activity, not on a simulated workload.
